==> flow/design.v <==
module light(input clk,
    input next,
    input [31:0] data,
    output reg [2:0] del,
    output reg [7:0] ledag,
    output reg [4:0] p);
    reg [2:0] dount = 'd0;
    reg [3:0] key;
    reg [31:0] value;
    reg [4:0] index;
    reg [4:0] temp = 'd1;
    always @(negedge next)begin
        p = temp;
        temp = temp+1;
    end
    always @(data)begin
        value <= data;
    end
    always @(posedge clk)begin
        if (dount == 'd0) begin
            key <= value[31:28];
            del <= 3'd0;
            dount <= dount+1'b1;
        end
        else if (dount == 'd1) begin
            key <= value[27:24];
            del <= 3'd1;
            dount <= dount+1'b1;
        end
        else if (dount == 'd2) begin
            key <= value[23:20];
            del <= 3'd2;
            dount <= dount+1'b1;
        end
        else if (dount == 'd3) begin
            key <= value[19:16];
            del <= 3'd3;
            dount <= dount+1'b1;
        end
        else if (dount == 'd4) begin
            key <= value[15:12];
            del <= 3'd4;
            dount <= dount+1'b1;
        end
        else if (dount == 'd5) begin
            key <= value[11:8];
            del <= 3'd5;
            dount <= dount+1'b1;
        end
        else if (dount == 'd6) begin
            key <= value[7:4];
            del <= 3'd6;
            dount <= dount+1'b1;
        end
        else if (dount == 'd7) begin
            key <= value[3:0];
            del <= 3'd7;
            dount <= 3'd0;
        end
    end
    always @(key)begin
        case (key)
            4'b0000: ledag <= 8'b00111111;
            4'b0001: ledag <= 8'b00000110;
            4'b0010: ledag <= 8'b01011011;
            4'b0011: ledag <= 8'b01001111;
            4'b0100: ledag <= 8'b01100110;
            4'b0101: ledag <= 8'b01101101;
            4'b0110: ledag <= 8'b01111101;
            4'b0111: ledag <= 8'b00000111;
            4'b1000: ledag <= 8'b01111111;
            4'b1001: ledag <= 8'b01101111;
            4'b1010: ledag <= 8'b01110111;
            4'b1011: ledag <= 8'b01111100;
            4'b1100: ledag <= 8'b00111001;
            4'b1101: ledag <= 8'b01011110;
            4'b1110: ledag <= 8'b01111001;
            4'b1111: ledag <= 8'b01110001;
            default: ledag <= 8'hff;
        endcase
    end
endmodule
==> flow/run.sh <==
#!/bin/bash
# OpenROAD 26Q1-2900-gdf79404cd8, Yosys 0.63+post, stock flow scripts
make -C /OpenROAD-flow-scripts/flow DESIGN_CONFIG=/design/flow/config.mk WORK_HOME=/design/flow/orfs finish
==> flow/config.mk <==
export PLATFORM = sky130hd
export DESIGN_NAME = light
export DESIGN_NICKNAME = light
export VERILOG_FILES = /design/flow/design.v
export SDC_FILE = /design/flow/constraint.sdc
export NUM_CORES = 4
export LEC_CHECK = 1
export CORE_AREA = 10 10 96 96
export DIE_AREA = 0 0 106 106
==> flow/constraint.sdc <==
current_design light

set clk_period 5.6
set clk_io_pct 0.2

create_clock -name clk0 -period $clk_period [get_ports {clk}]
create_clock -name clk1 -period $clk_period [get_ports {next}]

set non_clock_inputs [all_inputs -no_clocks]
set_input_delay [expr $clk_period * $clk_io_pct] -clock clk0 $non_clock_inputs
set_output_delay [expr $clk_period * $clk_io_pct] -clock clk0 [all_outputs]
==> Implementation_results.wiki <==
== Implementation results ==
{| class="wikitable"
! Metric !! Value
|-
| Status || finished clean
|-
| Horiz. Die Dim || 106 um
|-
| Half-perimeter wire length after placement || 3.481 mm
|-
| Max_slew headroom || 0.5299
|-
| Number of filler cells placed in the layout || 753
|-
| Io pins || 50
|-
| P_int || 327.7 uW
|-
| Post-route non-filler standard cell count || 336
|-
| Global routing usage on met2 || 0.1144
|-
| DRC violations left || 0
|-
| Post-route worst setup slack || 0.6351 ns
|-
| Proportion of layout cells with a drive suffix above 1 || 0.08439
|-
| Router iterations before antenna repair || 4
|-
| Pin count of the biggest net entering global routing || 23
|-
| Max-cap violation count || 0
|-
| Effective utilization at floorplan || 0.2341
|-
| Library cell occupying the most area in the post-synthesis netlist || sky130_fd_sc_hd__dfxtp_1
|-
| Hold/Removal Path Class || register to register
|-
| Met3 Track Usage GR || 0.02569
|-
| Cells along the critical path || clkdlybuf4s50_1
|-
| Count of endpoints failing setup in the final report || 0
|-
| Arrival time at the worst endpoint || 3.84 ns
|-
| Setup repair after global routing missed its margin || no
|-
| Kind of capture point of the worst setup path || output pin
|-
| Clock transition time at the flip-flop clock pins of the worst setup and hold paths || 0.03 ns
|-
| Yosys cell count || 184
|-
| Clock sink total || 27
|-
| Cell count after placement || 320
|-
| Critical Path Source || p[0]
|-
| Cell family contributing the most delay on the critical path || buffers and inverters
|-
| Count of standard-cell rows || 31
|-
| Biggest cell delay along the critical path || 0.46 ns
|-
| Worst Path Max Fanout || 1
|-
| Crit path required time || 4.48 ns
|-
| Part of the Yosys area used for sequential elements || 0.3615
|-
| Routed wirelength normalized by instance count || 13.35 um
|-
| Number of antenna violations at the first check in global routing || 0
|-
| Pre-CTS WS || 0.9240 ns
|-
| Commonest cells post-synth || sky130_fd_sc_hd__dfxtp_1, sky130_fd_sc_hd__nor2_1, sky130_fd_sc_hd__ha_1, sky130_fd_sc_hd__a21oi_1, sky130_fd_sc_hd__inv_1
|-
| Reg-to-reg startpoint || dount[2]
|-
| Number of DRC markers after the initial detailed-route iteration || 86
|-
| Placer congestion estimate || 0.8044
|-
| Endpoints failing hold || 0
|-
| Fraction of power spent switching nets || 0.2088
|-
| Aggregate routed wire length || 4.487 mm
|-
| TritonCTS clock tree || done
|-
| GRT overflow || 0
|-
| Bufs and invs on worst path || 1
|-
| Syn-to-layout area delta || 37.93%
|-
| Most numerous cell in the Yosys netlist || sky130_fd_sc_hd__dfxtp_1
|-
| Element type at the critical path start || register
|-
| Count of buffers inserted at the top-level ports || 47
|-
| Asr flop ratio synth || 0
|-
| Vias in the first global route || 1468
|-
| Area of the core || 0.007214 sq mm
|-
| Top cells by area || sky130_fd_sc_hd__dfxtp_1, sky130_fd_sc_hd__edfxtp_1, sky130_fd_sc_hd__ha_1
|-
| Most frequently used flop master after synthesis || sky130_fd_sc_hd__dfxtp_1
|-
| Mapped cell area || 0.001689 sq mm
|-
| Number of unique standard cell types used by synthesis || 53
|-
| Synthesized registers || 27
|-
| Part of the power in combinational logic || 0.064
|-
| Synthesis warning total || 1
|-
| First-pass GRT wire length || 7.238 mm
|-
| Vias || 1495
|-
| Static leakage power || 0.9256 nW
|-
| Count of mapped cells out of synthesis || 184
|-
| Total antenna diodes in the routed design || 0
|-
| Slew @ Worst Pin || 0.7052 ns
|-
| Worst Skew || 0.008673 ns
|-
| Sequential share of power || 0.482
|-
| Via density per instance || 4.449
|-
| Power Density || 177.8 mW/mm^2
|-
| Max Slew Vio Count || 0
|-
| Aggregate negative setup slack || 0 ns
|-
| Postcts setup bufs || 0
|-
| GRT met1 Usage || 0.1069
|-
| Log Warnings || 46
|-
| Avg Cell Area, Syn || 9.180 sq um
|-
| Die footprint || 0.01124 sq mm
|-
| Number of enable flip-flop cells || 7
|-
| Sw Pwr || 86.49 uW
|-
| Tot GR Track Use || 0.07737
|-
| Height of the die || 106 um
|-
| Hold-fix buffers at CTS || 0
|-
| Number of cells upsized or downsized after cts || 0
|-
| Synthesized chip area reported by yosys || 0.001689 sq mm
|-
| Most crowded layer after global routing || met2
|-
| Setup Crit Path Kind || register to output pin
|-
| Antenna viol nets, final || 0
|-
| Proportion of power drawn by the clock network || 0.453
|-
| IR drop worst, VDD || 0.00005722 V
|-
| CP max stage cell || sky130_fd_sc_hd__clkdlybuf4s50_1
|-
| Area share of the largest cell type after synthesis || 0.2370
|-
| Startpoint of the most critical hold path || temp[4]
|}
-- sequential cells by signal, indices dropped and copies added (netlist names) --
register and count:
del 3, dount 3, key 4, ledag 7, p 5, temp 5
-- layout make-up --
| class | count | area [sq um] | share of cell area |
|---|---|---|---|
| tap | 99 | 123.9 | 0.05317 |
| sequential | 27 | 610.6 | 0.2621 |
| clock inverter | 10 | 37.54 | 0.01611 |
| multi-input combinational | 134 | 955.9 | 0.4103 |
| clock buffer | 7 | 86.33 | 0.03706 |
| inverter | 12 | 45.04 | 0.01933 |
| timing repair buffer | 47 | 470.5 | 0.2019 |
-- through the flow --
step / power [mW] / hold WS [ns] / util / cell area, sq um
2_1_floorplan: 0.2188 / 0.3501 / - / 1689
3_3_place_gp: 0.2424 / 0.3576 / 0.3063 / 2210
3_5_place_dp: 0.2421 / 0.3602 / 0.3063 / 2210
4_1_cts: 0.4237 / 0.3623 / 0.3229 / 2330
5_1_grt: 0.4384 / 0.3723 / 0.3229 / 2330
6_report: 0.4142 / 0.3602 / 0.3229 / 2330
-- cell families (layout without fill, tap and decap cells) --
| group | Yosys count | in the layout | share of synthesized area |
|---|---|---|---|
| xor+xnor | 4 | 4 | 0.02074 |
| other cells | 1 | 1 | 0.002220 |
| flops | 27 | 27 | 0.3615 |
| buf+inv | 23 | 76 | 0.07259 |
| compound gates | 48 | 48 | 0.1956 |
| fa+ha+maj | 14 | 14 | 0.1037 |
| simple gates | 58 | 58 | 0.1867 |
| mux | 9 | 9 | 0.05704 |
-- cells in the final DEF (no fill, tap or decap), types with 2 or more instances in the layout --
cell type / instances
sky130_fd_sc_hd__mux2_2: 5
sky130_fd_sc_hd__nand3_1: 5
sky130_fd_sc_hd__a211oi_1: 3
sky130_fd_sc_hd__edfxtp_1: 7
sky130_fd_sc_hd__inv_2: 2
sky130_fd_sc_hd__mux2i_1: 4
sky130_fd_sc_hd__ha_1: 14
sky130_fd_sc_hd__clkdlybuf4s50_1: 47
sky130_fd_sc_hd__a22oi_1: 4
sky130_fd_sc_hd__nand3b_1: 2
sky130_fd_sc_hd__nand2_1: 10
sky130_fd_sc_hd__o31ai_1: 2
sky130_fd_sc_hd__clkbuf_8: 6
sky130_fd_sc_hd__o22ai_1: 2
sky130_fd_sc_hd__o221ai_1: 3
sky130_fd_sc_hd__nor3_1: 5
sky130_fd_sc_hd__a21oi_1: 13
sky130_fd_sc_hd__dfxtp_1: 20
sky130_fd_sc_hd__nor2b_1: 3
sky130_fd_sc_hd__o211ai_1: 2
sky130_fd_sc_hd__inv_1: 20
sky130_fd_sc_hd__nor2_1: 19
sky130_fd_sc_hd__o21ai_0: 6
sky130_fd_sc_hd__nand2b_1: 3
sky130_fd_sc_hd__xnor2_1: 3
-- path summary, 6_finish.rpt --
path               endpoint  slack, ns  cells after the start
max reg2reg        ledag[5]       2.17                     11
max                    p[0]       0.64                      1
min                    p[4]       0.36                      0
min reg2reg            p[4]       0.36                      0
max in group clk1   temp[4]       4.66                      3
min in group clk0    del[1]       0.50                      2
-- layer usage --
layer	up-vias	share of wire	wire length, um
li1	768	-	-
met1	683	0.48	2133
met2	40	0.45	2022
met3	4	0.062	279
met4	0	0.012	52
met5	-	0	0
-- power by group through the flow --
stage / Clock [mW] / Sequential (mW) / Combinational, mW
finish: 0.188 / 0.200 / 0.0267
global route: 0.210 / 0.199 / 0.0286
CTS: 0.197 / 0.200 / 0.0270
Power is estimated from default activity; no workload was simulated.
